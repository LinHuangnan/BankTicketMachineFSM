## design/flow/run.sh

```bash
#!/bin/bash
# OpenROAD 26Q1-2900-gdf79404cd8, Yosys 0.63+post, stock flow scripts
make -C /OpenROAD-flow-scripts/flow DESIGN_CONFIG=/design/flow/config.mk WORK_HOME=/design/flow/orfs finish
```

## design/flow/config.mk

```make
export PLATFORM = sky130hd
export DESIGN_NAME = BankTicketMachineFSM
export DESIGN_NICKNAME = BankTicketMachineFSM
export VERILOG_FILES = /design/flow/design.v
export SDC_FILE = /design/flow/constraint.sdc
export NUM_CORES = 4
export LEC_CHECK = 1
export CORE_UTILIZATION = 30
```

## design/flow/design.v

```verilog
module BankTicketMachineFSM (
    input clk,
    input rst_n,
    input [2:0] service_ButtonPress,  
    input [3:0] officer_ButtonPress,    
    output reg [6:0] Tickernum,   
    output reg [1:0] Desknum,    
    output reg [15:0] ticket_WaitingCustomers,   
    output reg [2:0] ticket_ServiceType  
    );
parameter IDLE = 3'b001;
parameter SERVICE = 3'b010;   
parameter DISPLAY = 3'b100;   
parameter General_Serivces = 3'b001;
parameter Loan_Services = 3'b010;
parameter Coustemer_Service = 3'b100;
parameter Officer1 = 4'b0001;
parameter Officer2 = 4'b0010;
parameter Officer3 = 4'b0100;
parameter Officer4 = 4'b1000;
reg [2:0] service_ButtonPress_reg;
reg [3:0] officer_ButtonPress_reg;
reg [15:0] queuingNumber[2:0];  
reg [2:0] state, nextState;  
always @(posedge clk or negedge rst_n) begin
    if(!rst_n)begin
        service_ButtonPress_reg <= 'b0;
        officer_ButtonPress_reg <= 'b0;
    end
    else begin
        service_ButtonPress_reg <= service_ButtonPress;
        officer_ButtonPress_reg <= officer_ButtonPress;
    end
end
always @(posedge clk or negedge rst_n) begin
    if (!rst_n) begin
        state <= IDLE;  
    end 
    else begin
        state <= nextState;  
    end
end
always @(*)begin
    if(!rst_n)begin
        nextState <= IDLE;
    end
    else begin
        if(service_ButtonPress!=3'b000)begin
            nextState <= SERVICE;
        end
        else if (officer_ButtonPress!=4'b0000) begin
            nextState <= DISPLAY;
        end
        else begin
            nextState <= IDLE;
        end
    end
end
always@(posedge clk or negedge rst_n)begin
    if (!rst_n) begin
        Tickernum <= 'b0;
        Desknum <= 'b0;
        ticket_WaitingCustomers <= 'b0;
        ticket_ServiceType <= 'b0;
        queuingNumber[0] <= 'b0;  
        queuingNumber[1] <= 'b0;  
        queuingNumber[2] <= 'b0;  
    end
    else begin
        case(state)
        IDLE:begin
            Tickernum <= Tickernum;
            Desknum <= Desknum;
            ticket_WaitingCustomers <= ticket_WaitingCustomers;
            ticket_ServiceType <= ticket_ServiceType;
            queuingNumber[0] <= queuingNumber[0];  
            queuingNumber[1] <= queuingNumber[1];  
            queuingNumber[2] <= queuingNumber[2];  
        end
        SERVICE:begin
            case(service_ButtonPress_reg)
                General_Serivces:begin
                    queuingNumber[0] <= queuingNumber[0] + 1'b1;
                    ticket_WaitingCustomers <= queuingNumber[0];
                    ticket_ServiceType <= General_Serivces;
                end
                Loan_Services:begin
                    queuingNumber[1] <= queuingNumber[1] + 1'b1;
                    ticket_WaitingCustomers <= queuingNumber[1];
                    ticket_ServiceType <= Loan_Services;
                end
                Coustemer_Service:begin
                    queuingNumber[2] <= queuingNumber[2] + 1'b1;
                    ticket_WaitingCustomers <= queuingNumber[2];
                    ticket_ServiceType <= Coustemer_Service;
                end
                default:begin
                    ticket_WaitingCustomers <= ticket_WaitingCustomers;
                    ticket_ServiceType <= ticket_ServiceType;
                end
            endcase
        end
        DISPLAY:begin
            case(officer_ButtonPress_reg)
                Officer1:begin
                    Desknum <= 2'd0;
                    if(queuingNumber[0]>0)begin
                        queuingNumber[0]<=queuingNumber[0]-1'b1;
                        Tickernum <= Tickernum + 1'b1;
                    end
                    else if(queuingNumber[1]>0)begin
                        queuingNumber[1]<=queuingNumber[1]-1'b1;
                        Tickernum <= Tickernum + 1'b1;
                    end
                    else if(queuingNumber[2]>0)begin
                        queuingNumber[2]<=queuingNumber[2]-1'b1;
                        Tickernum <= Tickernum + 1'b1;
                    end
                    else begin
                        Tickernum <= Tickernum;
                    end
                end
                Officer2:begin
                    Desknum <= 2'd1;
                    if(queuingNumber[1]>0)begin
                        queuingNumber[1]<=queuingNumber[1]-1'b1;
                        Tickernum <= Tickernum + 1'b1;
                    end
                    else if(queuingNumber[2]>0)begin
                        queuingNumber[2]<=queuingNumber[2]-1'b1;
                        Tickernum <= Tickernum + 1'b1;
                    end
                    else if(queuingNumber[2]>0)begin
                        queuingNumber[0]<=queuingNumber[0]-1'b1;
                        Tickernum <= Tickernum + 1'b1;
                    end
                    else begin
                        Tickernum <= Tickernum;
                    end
                end
                Officer3:begin
                    Desknum <= 2'd2;
                    if(queuingNumber[2]>0)begin
                        queuingNumber[2]<=queuingNumber[2]-1'b1;
                        Tickernum <= Tickernum + 1'b1;
                    end
                    else if(queuingNumber[0]>0)begin
                        queuingNumber[0]<=queuingNumber[0]-1'b1;
                        Tickernum <= Tickernum + 1'b1;
                    end
                    else if(queuingNumber[1]>0)begin
                        queuingNumber[1]<=queuingNumber[1]-1'b1;
                        Tickernum <= Tickernum + 1'b1;
                    end
                    else begin
                        Tickernum <= Tickernum;
                    end
                end
                Officer4:begin
                    if(queuingNumber[0]>0)begin
                        queuingNumber[0]<=queuingNumber[0]-1'b1;
                        Tickernum <= Tickernum + 1'b1;
                    end
                    else if(queuingNumber[2]>0)begin
                        queuingNumber[2]<=queuingNumber[2]-1'b1;
                        Tickernum <= Tickernum + 1'b1;
                    end
                    else if(queuingNumber[2]>0)begin
                        queuingNumber[1]<=queuingNumber[1]-1'b1;
                        Tickernum <= Tickernum + 1'b1;
                    end
                    else begin
                        Tickernum <= Tickernum;
                    end
                end
                default:begin
                    Tickernum <= Tickernum;
                    Desknum <= Desknum;
                end
            endcase
        end
        endcase
    end
end
endmodule
```

## design/flow/constraint.sdc

```tcl
current_design BankTicketMachineFSM

set clk_period 7.6
set clk_io_pct 0.2

create_clock -name clk0 -period $clk_period [get_ports {clk}]

set non_clock_inputs [all_inputs -no_clocks]
set_input_delay [expr $clk_period * $clk_io_pct] -clock clk0 $non_clock_inputs
set_output_delay [expr $clk_period * $clk_io_pct] -clock clk0 [all_outputs]
```

==> out/qor.txt <==
vias in the first global route: 4882
Critical Path AT: 3.89 ns
# fillers: 2051
Final Max Slew Viols: 0
Hold Fails Final Rpt: 0
max FFs per register: 48
area reported by Yosys stat: 6080 sq um
Final Cell Area: 7020 sq um
family with the most delay on the worst path: AND-OR/OR-AND gates
routed len/inst: 15.4 microns
Hold Path End: Tickernum[6]
Worst Slack Setup Final: 3.93 ns
CTS buffer count: 9
Worst EP required: 7.82 ns
final setup vio count: 0
skew final: 0.0120 ns
largest net degree at the start of global routing: 49
die span in y: 144 microns
Final Critical Period: 3.67 ns
CP max FO: 33
GRT overflow: 0
antenna cell count: 0
type of origin of the critical path: flip-flop
Core Area: 19700 sq um
Via Count: 5130
switching share of power: 0.376
DRT iter0 DRCs: 278
Worst path max stage delay: 0.72 ns
fmax: 272 MHz
min-delay worst type: reg -> reg
yosys cell count: 679
CP bufs+invs: 1
Die Width: 144 microns
clk slew on worst S/H paths: 0.06 ns
Post-Route WL: 15000 microns
Sw Pwr: 0.000814 W
setup bufs post-CTS: 0
Area Growth Syn to Fin: 15.6%
Logic pwr share: 0.395
Synth Flop Type: dfrtp_1
H-tree depth: 3
number of enable flip-flop cells: 0
worst reg2reg endpoint: queuingNumber[0][15]
share of cells above drive strength 1: 0.0818
Clock power frac: 0.226
Placer Congestion: 0.856
largest registers: queuingNumber (48), ticket_WaitingCustomers (16), Tickernum (7)
Root Buffer: clkbuf_16
Lkg Pwr: 3.01 nW
Hold Crit Depth: 1
DRT antenna net count: 0
CTS Sinks: 85
post-synth cell types: 72
ys flops: 85
sequential fraction of the synthesis area: 0.350
Reg power frac: 0.379
Max Cap Viol: 0
R2R Path Start: state[1]
dpl ws: 3.95 ns
Syn Inst Count: 679
first-pass GRT wire length: 25500 microns
CP Capture Type: flip-flop
Final Cycle Share: 0.483
P per Cell Area: 309 nW/um^2
area post-placement: 6700 sq um
drt drc: 0
initial antenna violation count: 0
largest reg by FF count: queuingNumber
Least-Margin Pin Slew: 0.835 ns
peak supply drop: 0.000139 V
FP Core Util: 0.309
DR vias/cell: 5.27
Post-CTS Hold Fix Bufs: 0
Synth warnings: 2
Mean Syn Cell Area: 8.95 sq um
Global Route Usage Sum: 0.158
Hold WS: 0.472 ns
setup TNS: 0 ns
critical path class: reg -> reg
Port Buffers: 36
Max transition margin: 0.443
outcome: finished, final reports clean
die area: 20800 sq um
# resized after CTS: 0
post-DP HPWL: 10900 microns
Worst R2R Setup Slack: 3.93 ns
slowest library cell on the worst path: dfrtp_2
CTS tree: built
HP Start: Tickernum[6]
async set or reset register ratio after synthesis: 1.00
# rows: 51
Bufs on Longest Clock Path: 2
RSZ-0062 raised after global routing: false
first drt pass iteration count: 5
Reg2Reg Depth: 9
tool warnings: 25
# IOs: 37
Internal Dissipation: 0.00135 W
Late-Pin Clk Latency: 0.35 ns
crit path cell chain: buf_4 > ha_1 > o21ai_0 > o21ai_2 > a2111oi_4 > nor3_2 > o41ai_4 > mux2i_1 > or4_1
Mapped Area: 6080 sq um
-- power groups by stage --
stage,registers [W],logic [W],clock network [W]
CTS,0.000822,0.000859,0.000505
global route,0.000848,0.000975,0.000519
finish,0.000821,0.000855,0.000491
-- layer usage --
| layer | vias up | GRT usage | routed length, microns |
|---|---|---|---|
| li1 | 2585 | - | - |
| met1 | 2473 | 0.249 | 7450 |
| met2 | 61 | 0.240 | 6840 |
| met3 | 11 | 0.0239 | 513 |
| met4 | 0 | 0.0188 | 220 |
| met5 | - | 0 | 0 |
-- logic make-up (layout without fill, tap and decap cells) --
| kind of cell | Yosys count | count (layout) | synth area share |
|---|---|---|---|
| adder cells (fa/ha/maj) | 46 | 46 | 0.0984 |
| AND-OR/OR-AND | 208 | 208 | 0.234 |
| AND/OR/NAND/NOR | 235 | 235 | 0.192 |
| XOR/XNOR | 38 | 38 | 0.0548 |
| flip-flops | 85 | 85 | 0.350 |
| buffers and inverters | 45 | 75 | 0.0309 |
| multiplexers | 22 | 22 | 0.0395 |
-- final cells by class --
cell class              count  area [sq um]  area share
inverters                  18          67.6     0.00962
clock buffers              12           256      0.0365
repair buffers             42           403      0.0574
well taps                 265           332      0.0472
multi-input cells         549          3770       0.537
flip-flops and latches     85          2130       0.303
clock inverters             3          68.8     0.00980
-- synthesized netlist by cell type, types with 3 or more instances --
cell type / count / area, sq um
nand4_1: 5 / 31.3
nor3_1: 19 / 95.1
a21o_1: 12 / 90.1
o21a_1: 4 / 30.0
o2111ai_1: 3 / 26.3
ha_1: 43 / 538
xor2_1: 17 / 149
and3_1: 5 / 31.3
mux2_2: 16 / 180
a311oi_1: 4 / 35.0
dfrtp_1: 85 / 2130
nand3b_1: 4 / 30.0
o21ai_0: 56 / 280
clkbuf_1: 22 / 82.6
a41oi_1: 3 / 26.3
o31ai_1: 6 / 45.0
and2_1: 3 / 18.8
o21ai_1: 5 / 25.0
nor2b_1: 7 / 43.8
mux2i_1: 6 / 60.1
buf_2: 3 / 15.0
nor4_1: 14 / 87.6
a211oi_1: 6 / 45.0
or4_1: 3 / 22.5
a211o_1: 3 / 26.3
and4_1: 3 / 26.3
o211ai_1: 5 / 37.5
o22ai_1: 15 / 93.8
nor2_1: 58 / 218
a31oi_1: 7 / 43.8
o22a_1: 14 / 123
nand3_1: 15 / 75.1
o21bai_1: 3 / 22.5
xnor2_1: 21 / 184
or3_1: 5 / 31.3
a22oi_1: 4 / 30.0
nand2b_1: 11 / 68.8
inv_1: 18 / 67.6
nand2_1: 68 / 255
a21oi_1: 33 / 165
or2_2: 3 / 18.8
fa_1: 3 / 60.1
-- stage by stage --
stage / total power (W) / cells / utilization
2_1_floorplan: 0.00138 / 679 / -
3_3_place_gp: 0.00167 / 959 / 0.341
3_5_place_dp: 0.00168 / 959 / 0.341
4_1_cts: 0.00218 / 974 / 0.357
5_1_grt: 0.00234 / 974 / 0.357
6_report: 0.00217 / 974 / 0.357
-- worst max-delay path by stage --
stage | cells after the start | end | slack, ns | from
finish | 9 | queuingNumber[0][15] | 3.93 | state[1]
global route | 9 | queuingNumber[0][15] | 3.65 | state[1]
CTS | 9 | queuingNumber[0][15] | 3.93 | state[1]
-- layout by cell type (no fill, tap or decap), types with 12 or more instances in the layout --
cell type and count:
o21ai_0 56, nor3_1 19, a21oi_1 32, o22ai_1 15, o22a_1 14, nand2_1 68
dfrtp_1 84, nand3_1 15, inv_1 18, nor2_1 58, a21o_1 12, ha_1 43
mux2_2 16, clkdlybuf4s50_1 35, xnor2_1 21, xor2_1 17, nor4_1 14
Power and IR drop assume default switching activity.
